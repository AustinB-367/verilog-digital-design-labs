`flow/run.sh`:
```
#!/bin/bash
# OpenROAD 26Q1-2900-gdf79404cd8, Yosys 0.63+post, stock flow scripts
make -C /OpenROAD-flow-scripts/flow DESIGN_CONFIG=/design/flow/config.mk WORK_HOME=/design/flow/orfs finish
```
`flow/design.v`:
```
`timescale 1ns / 1ps
module block_carry_lookahead_unit(G_star, P_star, C, G, P, C0);
    output wire G_star, P_star;
    output wire [3:1] C;
    input wire [3:0] G, P;
    input wire C0;
    assign #4 C[1] = G[0] + (P[0] * C0);
    assign #4 C[2] = G[1] + (P[1] * G[0]) + (P[0] * P[1] * C0);
    assign #4 C[3] = G[2] + (P[2] * G[1]) + (P[2] * P[1] * G[0]) + (P[2] * P[1] * P[0] * C0);
    assign #4 G_star = G[3] + (P[3] * G[2]) + (P[3] * P[2] * G[1]) + (P[3] * P[2] * P[1] * G[0]);
    assign #2 P_star = (P[3] * P[2] * P[1] * P[0]);
endmodule
`timescale 1ns / 1ps
module carry_lookahead_16bit(Cout, S, X, Y, Cin);
    output wire Cout;
    output wire [15:0] S;
    input wire [15:0] X, Y;
    input wire Cin;
    wire [16:0] C;
    wire [15:0] P, G;
    wire [3:0] P_star, G_star;
    assign C[0] = Cin;
    generate_propagate_unit GP0(G, P, X, Y);
    block_carry_lookahead_unit BCL0(G_star[0], P_star[0], C[3:1], G[3:0], P[3:0], C[0]);
    block_carry_lookahead_unit BCL1(G_star[1], P_star[1], C[7:5], G[7:4], P[7:4], C[4]);
    block_carry_lookahead_unit BCL2(G_star[2], P_star[2], C[11:9], G[11:8], P[11:8], C[8]);
    block_carry_lookahead_unit BCL3(G_star[3], P_star[3], C[15:13], G[15:12], P[15:12], C[12]);
    carry_lookahead_unit CLA0(({C[16], C[12], C[8], C[4]}), G_star, P_star, C[0]);
    summation_unit SU0(S[15:0], P[15:0], C[15:0]);
    assign Cout = C[16];
endmodule
`timescale 1ns / 1ps
module carry_lookahead_unit(C, G, P, C0);
output wire [4:1] C;
input wire [3:0] G, P;
input wire C0;
assign #4 C[1] = G[0] + (P[0] & C0);
assign #4 C[2] = G[1] + (P[1] & G[0]) + (P[1] & P[0] & C0);
assign #4 C[3] = G[2] + (P[2] & G[1]) + (P[2] & P[1] & G[0]) + (P[2] & P[1] & P[0] & C0);
assign #4 C[4] = G[3] + (P[3] & G[2]) + (P[3] & P[2] & G[1]) + (P[3] & P[2] & P[1] & G[0]) + (P[3] & P[2] & P[1] & P[0] & C0);
endmodule
`timescale 1ns / 1ps
module generate_propagate_unit(G, P, X, Y);
    output wire [15:0] G, P;
    input wire [15:0] X, Y;
    assign #2 G = X & Y;
    assign #2 P = X ^ Y;
endmodule
`timescale 1ns / 1ps
module summation_unit(S, P, C);
    output wire [15:0] S;
    input wire [15:0] P, C;
    assign #2 S = P ^ C;
endmodule
```
`flow/config.mk`:
```
export PLATFORM = sky130hd
export DESIGN_NAME = carry_lookahead_16bit
export DESIGN_NICKNAME = carry_lookahead_16bit
export VERILOG_FILES = /design/flow/design.v
export SDC_FILE = /design/flow/constraint.sdc
export NUM_CORES = 4
export LEC_CHECK = 1
export CORE_AREA = 10 10 71 71
export DIE_AREA = 0 0 81 81
```
`flow/constraint.sdc`:
```
current_design carry_lookahead_16bit

set clk_period 8.3
set clk_io_pct 0.2

create_clock -name clk0 -period $clk_period

set non_clock_inputs [all_inputs -no_clocks]
set_input_delay [expr $clk_period * $clk_io_pct] -clock clk0 $non_clock_inputs
set_output_delay [expr $clk_period * $clk_io_pct] -clock clk0 [all_outputs]
```
==> run summary <==
run metrics: # diodes=0, Pins Over Slew Limit=0, gr ovfl total=0, Post-Synthesis Cells=155, WP buf/inv=2, Crit. path cell count=11, Crit. End Element=output port, CLK BUF=0, critical-path cell list=clkdlybuf4s50_1 > ha_1 > nand4_1 > xor2_1 > mux2_2 > or4_4 > a211oi_4 > nor4b_2 > or4_4 > o211ai_2 > clkdlybuf4s50_1, Cell Area, Synth=1250 um^2, critical path's top delay family=simple AND/OR/NAND/NOR gates, I/O pin count=50, post-route ant nets=0, RSZ-0062 raised after global routing=no, maxcap violations=0, Remaining DRCs=0, setup TNS=0 ns, count of tool warnings=32, Pre-Place Util=0.344, worst slack, placed=1.38 ns, worst setup path end=Cout, Worst VDD drop=0.0309 mV, Worst slew margin=0.649, syn_area_per_cell=8.06 um^2, area reported by Yosys stat=1250 um^2, Tightest Pin Transition=0.525 ns, global-route wire length before repair=5010 um, FILL cells=353, Flops=0, layout cell share with drive strength beyond 1=0.0503, vias after detailed routing=1256, DP HPWL=2570 um, Detailed Route Iter0 Violations=44, Critical Path RT=6.64 ns, CTS resizes=0, min cycle time layout=6.93 ns, fin util=0.487, crit path launch=X[2], Worst Setup Slack, final=1.37 ns, most common logic cells in the final layout=clkdlybuf4s50_1 (50), ha_1 (16), nand2_1 (14), Register Area=0 um^2, Die Wd=81 um, global placement routability congestion=0.801, GRT Util Overall=0.0878, Critical-path top delay cell=or4_4, CP arrival=5.27 ns, Hold/Removal Path Class=in -> out, area delta synth->final=41.8%, dominant logic cell type in the layout=clkdlybuf4s50_1, WL final=2920 um, antenna violations before repair=0, highest clock rate=144 MHz, slowest stage delay, CP=0.53 ns, Post-CTS Hold Fix Bufs=0, setup repair bufs after CTS=0, Initial DRT Pass Iterations=4, Leakage=0.711 nW, die height=81 um, Synth cell types=51, vias in the first global route=1153, Pwr Total=130 uW, critical path fanouts, max=8, Crit Path Class=in -> out, CP Launch Type=primary input, status=completed, core area=3630 um^2, per-cell routed wire length=11.8 um, Yosys Instances=155, fin cells=247, DIE AREA=6560 um^2, Ys Warns=0, endpoints failing hold=0, Post-Place Cells=247, # setup viols final=0, pwr/cell area=73.7 nW/um^2, sequential fraction of the synthesis area=0, port buffer count=50, largest net degree at the start of global routing=13, FP Rows=22, post-layout period usage of the worst path=0.834, number of vias per cell=5.09, multi-input combinational cell area=1180 um^2
Yosys cell counts (all sizes together) (2+ instances only):
| master | number | area, um^2 |
|---|---|---|
| ha | 16 | 200 |
| nand2 | 14 | 52.6 |
| xnor2 | 14 | 130 |
| xor2 | 10 | 87.6 |
| nor2 | 9 | 33.8 |
| inv | 8 | 30.0 |
| o211ai | 7 | 57.6 |
| o21ai | 5 | 25.0 |
| and3b | 4 | 35.0 |
| buf | 4 | 31.3 |
| fa | 4 | 80.1 |
| nand4 | 4 | 25.0 |
| nand4b | 4 | 35.0 |
| a21boi | 3 | 22.5 |
| a21oi | 3 | 15.0 |
| and2 | 3 | 18.8 |
| and4 | 3 | 26.3 |
| nand3 | 3 | 15.0 |
| nor2b | 3 | 18.8 |
| nor3 | 3 | 15.0 |
| and3 | 2 | 17.5 |
| and4b | 2 | 23.8 |
| clkbuf | 2 | 7.51 |
| mux2i | 2 | 20.0 |
| nand2b | 2 | 12.5 |
| nor4b | 2 | 23.8 |
| o2111ai | 2 | 17.5 |
| or4 | 2 | 22.5 |
kinds of logic after synthesis:
group	count (synthesis)	share of synthesized area
AND/OR/NAND/NOR	65	0.333
AND-OR/OR-AND	28	0.170
XOR/XNOR	25	0.192
adder cells (fa/ha/maj)	20	0.224
buffers and inverters	14	0.0551
multiplexers	3	0.0251
worst min-delay path, cell delays in order:
cell	delay, ns
clkdlybuf4s50_1	0.42
inv_1	0.07
fa_1	0.15
inv_1	0.04
clkdlybuf4s50_1	0.40
power breakdown:
group	leakage (nW)	total, mW	switching [mW]	internal (mW)
sequential	0	0	0	0
combinational	0.711	0.130	0.0493	0.0812
clock	0	0	0	0
area by class of cell:
class,instances,share of cell area
multi-input cells,141,0.666
well taps,48,0.0339
repair buffers,50,0.283
inverters,8,0.0170
metal layers:
layer,up-vias,global-route usage,share of wire
li1,660,-,-
met1,564,0.123,0.46
met2,32,0.141,0.45
met3,0,0.0245,0.092
met4,0,0,0
met5,-,0,0
how the worst min path moves through the flow:
| stage | startpoint | to | slack (ns) | depth (start not counted) |
|---|---|---|---|---|
| 4_1_cts | Cin | S[0] | 4.43 | 5 |
| 5_1_grt | Cin | S[0] | 4.48 | 5 |
| 6_report | Cin | S[0] | 4.40 | 5 |
metrics by stage:
stage / hold slack, ns / cell area, um^2
floorplan: 3.43 / 1250
global placement: 4.42 / 1770
detailed placement: 4.42 / 1770
CTS: 4.43 / 1770
global route: 4.48 / 1770
finish: 4.40 / 1770
Power and IR drop assume default switching activity.
