==> design/flow/design.v <==
`timescale 1ns / 1ps
module carry_lookahead_4bit(Cout, S, X, Y, Cin);
    output wire Cout;
    output wire [3:0] S;
    input wire [3:0] X, Y;
    input wire Cin;
    wire [3:0] P, G;
    wire [4:0] C;
    assign C[0] = Cin;
    generate_propagate_unit GP0(G, P, X, Y);
    carry_lookahead_unit CL0(C[4:1], G, P, C[0]);
    summation_unit SUM0(S, P, C[3:0]);
    assign Cout = C[4];
endmodule
`timescale 1ns / 1ps
module carry_lookahead_unit(C, G, P, C0);
output wire [4:1] C;
input wire [3:0] G, P;
input wire C0;
assign #4 C[1] = G[0] + (P[0] & C0);
assign #4 C[2] = G[1] + (P[1] & G[0]) + (P[1] & P[0] & C0);
assign #4 C[3] = G[2] + (P[2] & G[1]) + (P[2] & P[1] & G[0]) + (P[2] & P[1] & P[0] & C0);
assign #4 C[4] = G[3] + (P[3] & G[2]) + (P[3] & P[2] & G[1]) + (P[3] & P[2] & P[1] & G[0]) + (P[3] & P[2] & P[1] & P[0] & C0);
endmodule
`timescale 1ns / 1ps
module generate_propagate_unit(G, P, X, Y);
    output wire [15:0] G, P;
    input wire [15:0] X, Y;
    assign #2 G = X & Y;
    assign #2 P = X ^ Y;
endmodule
`timescale 1ns / 1ps
module summation_unit(S, P, C);
    output wire [15:0] S;
    input wire [15:0] P, C;
    assign #2 S = P ^ C;
endmodule
==> design/flow/run.sh <==
#!/bin/bash
# OpenROAD 26Q1-2900-gdf79404cd8, Yosys 0.63+post, stock flow scripts
make -C /OpenROAD-flow-scripts/flow DESIGN_CONFIG=/design/flow/config.mk WORK_HOME=/design/flow/orfs finish
==> design/flow/config.mk <==
export PLATFORM = sky130hd
export DESIGN_NAME = carry_lookahead_4bit
export DESIGN_NICKNAME = carry_lookahead_4bit
export VERILOG_FILES = /design/flow/design.v
export SDC_FILE = /design/flow/constraint.sdc
export NUM_CORES = 4
export LEC_CHECK = 1
export CORE_AREA = 10 10 70 70
export DIE_AREA = 0 0 80 80
==> design/flow/constraint.sdc <==
current_design carry_lookahead_4bit

set clk_period 5.0
set clk_io_pct 0.2

create_clock -name clk0 -period $clk_period

set non_clock_inputs [all_inputs -no_clocks]
set_input_delay [expr $clk_period * $clk_io_pct] -clock clk0 $non_clock_inputs
set_output_delay [expr $clk_period * $clk_io_pct] -clock clk0 [all_outputs]
==> impl_metrics.ini <==
; flow metrics
[outcome]
outcome = completed

[detailed_routing]
first_iter_violations = 8
ant_nets = 0
first_pass_iters = 4
route.detailed.drc = 0
num_vias = 310
wl_per_cell_um = 9.34
wirelength_um = 869
vias_per_cell = 3.33
num_antenna_cells = 0

[setup_path]
worstPathRequired_ps = 4000
critPathLaunchType = input port
crit_chain = clkdlybuf4s50_1, ha_1, and3b_1, o21ai_4, xor2_2, o311ai_2, clkdlybuf4s50_1
critPathMaxStageDelay_ps = 510
endpoint_kind = output port
crit_family = buffers and inverters
critical_path_class = in2out
crit_top_cell = clkdlybuf4s50_1
cp_slowest_cell = clkdlybuf4s50_1
arrival_ps = 3120
cp_num_buf_inv = 2
path_max_fanout = 4

[floorplanning]
core-area_mm2 = 0.00342
std_cell_rows = 21
ios = 14
dieWidth_um = 80
chip_area_mm2 = 0.00640
core_util_floorplan = 0.0934
die_height_um = 80

[power_and_ir_drop]
switchingPower_uw = 20.8
pwr-share-clk = 0
combPwrFrac = 1.000
power.internal_uw = 34.5
power.density_mw_per_mm2 = 108
swShare = 0.377
power.leakage_nw = 0.182
ir_worst_vdd_uv = 10.6
pwr-share-seq = 0

[finish]
fillers = 388
drive_gt1_frac = 0.0851
lay_top_count = clkdlybuf4s50_1
ff_count = 0
logic_area_um2 = 307
seq_area_um2 = 0
syn_to_final_growth_pct = 60.4
clkbuf_count = 0
final_util = 0.150
mostFrequentLayoutCells = clkdlybuf4s50_1 (14), ha_1 (4), o2111ai_1 (3)

[global_route]
grt_max_degree = 9
antenna_found_initial = 0
grt_pass1_wl_mm = 1.41
grt_usage = 0.0264
grt_pass1_vias = 314
grt-ovfl-total = 0

[timing]
tns_ps = 0
fmax_mhz = 243
period_needed_ps = 4120
relSlewSlack = 0.800
finalHoldViolCount = 0
tightest_slew_ps = 300
report.final.slew_viol_count = 0
setup-violations-final = 0
holdWs_ps = 3150
layout_setup_ws_ps = 883
period_used_share = 0.823
rsz0062_at_grt = no

[synthesis]
synthCells = 34
ys_types = 26
ys_seq_share = 0
ys_chip_area_um2 = 319
ys_cells = 34
synth_warnings = 7
synth_area_um2 = 319
avgSynthCellArea_um2 = 9.38

[placed_design]
pre_cts_ws_ps = 864
gp_congestion = 0.771
port_buffers = 14
hpwl_um = 767

[clock_network]
cts_setup_buffers = 0
cts_resized = 0
postCtsHoldBufs = 0

[job]
warning_count = 32
maxCapViolCount = 0

[worst_hold_path]
min_path_type = in2out
[kinds of logic after synthesis]
family | after synthesis | share of synthesized area
XOR/XNOR | 4 | 0.180
AND-OR/OR-AND | 10 | 0.306
adder cells (fa/ha/maj) | 5 | 0.220
buffers and inverters | 3 | 0.0392
AND/OR/NAND/NOR | 12 | 0.255
[cells in the mapped netlist, types with 2 or more instances]
cell type  instances  area (um^2)
and3b_1            2         17.5
nand2_1            2         7.51
inv_1              2         7.51
ha_1               4         50.1
o2111ai_1          3         26.3
[through the flow]
stage / cells / instance area (um^2) / power [mW]
final: 93 / 512 / 0.0553
after detailed placement: 93 / 512 / 0.0565
after global placement: 93 / 512 / 0.0559
after floorplan: 34 / 319 / 0.0277
after global routing: 93 / 512 / 0.0613
after CTS: 93 / 512 / 0.0568
[final timing paths]
kind,startpoint,cells past startpoint,end
min,Y[0],3,S[0]
max,X[0],7,Cout
[routing by layer]
metal,part of all wire,global-route usage,wire length (um)
met1,0.38,0.0286,327
met2,0.61,0.0538,528
met3,0.015,0.00227,13
met4,0,0.00352,0
met5,0,0,0
[power groups by stage]
stage     Sequential (mW)  Clock [mW]  Combinational (mW)
4_1_cts                 0           0              0.0568
6_report                0           0              0.0553
5_1_grt                 0           0              0.0613
[area by class of cell]
cell class	count	share of cell area
Tap cell	46	0.112
Multi-Input combinational cell	31	0.599
Timing Repair Buffer	14	0.274
Inverter	2	0.0147
[tightest hold or removal path, delay by kind of cell]
family     cells  cell delay [ps]
buf+inv        2              980
fa+ha+maj      1              180
Power figures rest on the tool's default switching activity, not on a simulated workload.
